**flow/config.mk**
```make
export PLATFORM = sky130hd
export DESIGN_NAME = xalu
export DESIGN_NICKNAME = xalu
export VERILOG_FILES = /design/flow/design.v
export SDC_FILE = /design/flow/constraint.sdc
export NUM_CORES = 4
export LEC_CHECK = 1
export CORE_AREA = 10 10 285 285
export DIE_AREA = 0 0 295 295
```
**flow/constraint.sdc**
```tcl
current_design xalu

set clk_period 16.0
set clk_io_pct 0.2

create_clock -name clk0 -period $clk_period [get_ports {clk}]

set non_clock_inputs [all_inputs -no_clocks]
set_input_delay [expr $clk_period * $clk_io_pct] -clock clk0 $non_clock_inputs
set_output_delay [expr $clk_period * $clk_io_pct] -clock clk0 [all_outputs]
```
**flow/design.v**
```verilog
`timescale 1ns / 1ps
module xalu # (
	     parameter			  DATA_W = 32
	) (
             input                        clk,
             input                        rst, 
             input [2*((2*4 + 0 + 0 + 2 + 0 + 2 + 0) * 16)-1:0]     flow_in,
             output reg [DATA_W-1:0]      flow_out,
             input [(2*($clog2((2*4 + 0 + 0 + 2 + 0 + 2 + 0))+1) + 4) - 1:0] configdata	
             );
   reg [DATA_W:0]                         ai;
   reg [DATA_W:0]                         bz;
   wire [DATA_W:0]                        temp_adder;
   wire [5:0]                             data_out_clz_i;
   reg                                    cin;
   wire [($clog2((2*4 + 0 + 0 + 2 + 0 + 2 + 0))+1)-1: 0]                       sela;
   wire [($clog2((2*4 + 0 + 0 + 2 + 0 + 2 + 0))+1)-1: 0]                       selb;
   wire [DATA_W-1:0]                      op_a;
   wire [DATA_W-1:0]                      op_b;
   reg                                    op_a_msb;
   reg                                    op_b_msb;
   reg [DATA_W-1:0]                       op_a_reg;
   reg [DATA_W-1:0]                       op_b_reg;
   wire [4-1:0]                  fns;
   assign sela = configdata[(2*($clog2((2*4 + 0 + 0 + 2 + 0 + 2 + 0))+1) + 4)-1 -: ($clog2((2*4 + 0 + 0 + 2 + 0 + 2 + 0))+1)];
   assign selb = configdata[(2*($clog2((2*4 + 0 + 0 + 2 + 0 + 2 + 0))+1) + 4)-($clog2((2*4 + 0 + 0 + 2 + 0 + 2 + 0))+1)-1 -: ($clog2((2*4 + 0 + 0 + 2 + 0 + 2 + 0))+1)];
   assign fns = configdata[4-1 : 0];
   xinmux # ( 
	.DATA_W(DATA_W)
   ) muxa (
	.sel(sela),
	.data_in(flow_in),
	.data_out(op_a)
	);
   xinmux # ( 
	.DATA_W(DATA_W)
   ) muxb (
	.sel(selb),
	.data_in(flow_in),
	.data_out(op_b)
	);
   always @ (posedge clk, posedge rst)
     if (rst) begin
	op_b_reg <= {DATA_W{1'b0}};
	op_a_reg <= {DATA_W{1'b0}};
     end else begin
	op_b_reg <= op_b;
	op_a_reg <= op_a;
     end
   reg [DATA_W-1:0]                         result;
   always @ * begin   
      result = temp_adder[31:0] ;
      case (fns)
	4'd6 : begin
	   result = op_a_reg | op_b_reg;
	end
	4'd7 : begin
	   result = op_a_reg & op_b_reg;
	end
	4'd9 : begin
	   result = op_a_reg ^ op_b_reg;
	end 	
	4'd10 : begin      
	   result = {{24{op_a_reg[7]}}, op_a_reg[7:0]};
	end
	4'd11 : begin
	   result = {{16{op_a_reg[15]}}, op_a_reg[15:0]};  
	end
	4'd12 : begin
	   result = {op_a_reg[31] ,op_a_reg[31:1] };
	end
	4'd13 : begin
	   result = {1'b 0,op_a_reg[31:1] };
	end
	4'd2 : begin
	   result[31] = temp_adder[32] ;
	end
	4'd8 : begin
	   result[31] = temp_adder[32] ;
	end
	4'd3 : begin
	   result = op_b_reg;
	   if(op_a_reg[31])
	     result = {DATA_W{1'b0}};
	end
	4'd1 : begin
	end
	4'd0 : begin
	end
	4'd14 : begin
           result = {{26{1'b0}},data_out_clz_i};
	end
	4'd4 : begin
           if (temp_adder[32] == 1'b 0) begin
              result = op_b_reg;
           end
           else begin
              result = op_a_reg;
           end
	end
	4'd5 : begin
           if (temp_adder[32] == 1'b 0) begin
              result = op_a_reg;
           end
           else begin
              result = op_b_reg;
           end
	end
	default : begin
	end
      endcase  
   end
   assign temp_adder = ((bz & ({op_b_msb,op_b_reg}))) + ((ai ^ ({op_a_msb,op_a_reg}))) + {{32{1'b0}},cin};
   always @ * begin
      cin = 1'b 0;
      ai = {33{1'b0}};  
      bz = {33{1'b1}};  
      op_a_msb = 1'b0;
      op_b_msb = 1'b0;
      case(fns)
	4'd2 : begin
	   ai = {33{1'b1}};
	   cin = 1'b 1;
	   op_a_msb = op_a_reg[31];
	   op_b_msb = op_b_reg[31];
	end
	4'd8 : begin
	   ai = {33{1'b1}};
	   cin = 1'b 1;
	end
	4'd1 : begin
	   ai = {33{1'b1}};
	   cin = 1'b 1;
	end
	4'd4 : begin
           ai = {33{1'b1}};
           cin = 1'b 1;
	   op_a_msb = op_a_reg[31];
	   op_b_msb = op_b_reg[31];
	end
	4'd5 : begin
           ai = {33{1'b1}};
           cin = 1'b 1;
	   op_a_msb = op_a_reg[31];
	   op_b_msb = op_b_reg[31];
	end
	4'd15 : begin
           if (op_a_reg[31]  == 1'b 1) begin
              ai = {33{1'b1}};
              cin = 1'b 1;
           end
           bz = {33{1'b0}};
	end
	default : begin
	end
      endcase
   end
   xclz clz (
             .data_in(op_a_reg),
	     .data_out(data_out_clz_i)
	     );
   always @ (posedge clk, posedge rst) 
     if (rst)
       flow_out <= {DATA_W{1'b0}};
     else 
       flow_out <= result;
endmodule
`timescale 1ns / 1ps
module xclz (
	     input [31:0]     data_in,
	     output reg [5:0] data_out
	     );
   always @ * begin
      if (data_in[31] == 1'b1)
	data_out = 6'd0;
      else if (data_in[31:30] == 2'b01)
	data_out = 6'd1;
      else if (data_in[31:29] == 3'b001)
	data_out = 6'd2;
      else if (data_in[31:28] == 4'b0001)
	data_out = 6'd3;
      else if (data_in[31:27] == 5'b00001)
	data_out = 6'd4;
      else if (data_in[31:26] == 6'b000001)
	data_out = 6'd5;
      else if (data_in[31:25] == 7'b0000001)
	data_out = 6'd6;
      else if (data_in[31:24] == 8'b00000001)
	data_out = 6'd7;
      else if (data_in[31:23] == 9'b000000001)
	data_out = 6'd8;
      else if (data_in[31:22] == 10'b0000000001)
	data_out = 6'd9;
      else if (data_in[31:21] == 11'b00000000001)
	data_out = 6'd10;
      else if (data_in[31:20] == 12'b000000000001)
	data_out = 6'd11;
      else if (data_in[31:19] == 13'b0000000000001)
	data_out = 6'd12;
      else if (data_in[31:18] == 14'b00000000000001)
	data_out = 6'd13;
      else if (data_in[31:17] == 15'b000000000000001)
	data_out = 6'd14;
      else if (data_in[31:16] == 16'b0000000000000001)
	data_out = 6'd15;
      else if (data_in[31:15] == 17'b00000000000000001)
	data_out = 6'd16;
      else if (data_in[31:14] == 18'b000000000000000001)
	data_out = 6'd17;
      else if (data_in[31:13] == 19'b0000000000000000001)
	data_out = 6'd18;
      else if (data_in[31:12] == 20'b00000000000000000001)
	data_out = 6'd19;
      else if (data_in[31:11] == 21'b000000000000000000001)
	data_out = 6'd20;
      else if (data_in[31:10] == 22'b0000000000000000000001)
	data_out = 6'd21;
      else if (data_in[31:9] == 23'b00000000000000000000001)
	data_out = 6'd22;
      else if (data_in[31:8] == 24'b000000000000000000000001)
	data_out = 6'd23;
      else if (data_in[31:7] == 25'b0000000000000000000000001)
	data_out = 6'd24;
      else if (data_in[31:6] == 26'b00000000000000000000000001)
	data_out = 6'd25;
      else if (data_in[31:5] == 27'b000000000000000000000000001)
	data_out = 6'd26;
      else if (data_in[31:4] == 28'b0000000000000000000000000001)
	data_out = 6'd27;
      else if (data_in[31:3] == 29'b00000000000000000000000000001)
	data_out = 6'd28;
      else if (data_in[31:2] == 30'b000000000000000000000000000001)
	data_out = 6'd29;
      else if (data_in[31:1] == 31'b0000000000000000000000000000001)
	data_out = 6'd30;
      else if (data_in[31:0] == 32'b00000000000000000000000000000001)
	data_out = 6'd31;
      else data_out = 6'd32;
   end
endmodule
`timescale 1ns / 1ps
module xinmux # ( 
	parameter 		 DATA_W = 32
	) (
	input [($clog2((2*4 + 0 + 0 + 2 + 0 + 2 + 0))+1)-1:0]         sel,
	input [2*((2*4 + 0 + 0 + 2 + 0 + 2 + 0) * 16)-1:0] data_in,
	output reg [DATA_W-1:0]  data_out
	);
   always @ (*) begin
      integer 		i;
      data_out = {DATA_W{1'b0}};
      for (i=0; i < (2*4 + 0 + 0 + 2 + 0 + 2 + 0); i = i+1)
	if (sel[($clog2((2*4 + 0 + 0 + 2 + 0 + 2 + 0))+1)-2:0] == i) 
	  data_out = data_in[(1+sel[($clog2((2*4 + 0 + 0 + 2 + 0 + 2 + 0))+1)-1])*((2*4 + 0 + 0 + 2 + 0 + 2 + 0) * 16)-DATA_W*i -1 -: DATA_W];
   end
endmodule
```
**flow/run.sh**
```bash
#!/bin/bash
# OpenROAD 26Q1-2900-gdf79404cd8, Yosys 0.63+post, stock flow scripts
make -C /OpenROAD-flow-scripts/flow DESIGN_CONFIG=/design/flow/config.mk WORK_HOME=/design/flow/orfs finish
```
==> summary.txt <==
Clk sink count: 96
Layout Cells excl Fill: 3158
Warnings from Yosys: 3
Longest Clk Path Bufs: 2
# fillers: 7956
Gate power share: 0.537
Most common reg cell: dfrtp_1
Switching power: 0.563 mW
Final hold violations: 0
# hold bufs at CTS: 0
PwrDens: 67.0 mW/mm²
Pins Over Slew Limit: 0
Hold crit path type: register to register
# H-tree levels: 3
Hpwl dp: 68200 µm
Most numerous logic cells after layout: clkdlybuf4s50_1, mux2i_1, nor2_1
Routed via count: 17700
First-pass GRT wire length: 125000 µm
Sw frac: 0.416
Worst path cell trace: clkdlybuf4s50_1, nand4_1, buf_4, and3_1, nand3b_1, fa_1, a21o_1, a221oi_4, o31ai_4, nand3_4, nand3_4, nand4_1, nand3b_4, or2_0, a221o_1
Row cnt: 100
Unrepaired setup endpoints after global routing: false
Placed cells: 3130
Arrival @ worst endpoint: 8.49 ns
Post-synthesis async set-or-reset flop share: 1.00
Vias per inst: 5.60
Worst-path cell with the longest stage delay: clkdlybuf4s50_1
# port buffers: 431
Max Freq: 0.121 GHz
Max Fanout on Critical Path: 26
Chip area: 0.0870 mm²
Unique cell types: 85
Die height: 295 µm
# Cells Yosys: 1824
CTS resizes: 0
Mean Syn Cell Area: 7.84 µm²
RD Place Congestion: 0.962
Yosys Chip Area: 0.0143 mm²
LEAKAGE: 8.10 nW
Largest net degree at the start of global routing: 81
Area delta synth->final: 41.1%
DR WL/cell: 27.9 µm
Postcts setup bufs: 0
Synthesized instance count: 1824
Vias in the first global route: 17500
Core area: 0.0747 mm²
Die W: 295 µm
WP data required: 16.25 ns
Total area of sequential cells: 0.00240 mm²
Crit path capture type: register
Num ports: 432
Critical Path Max Stage Delay: 0.97 ns
Tool Warnings: 58
Period Utilization, post-route: 0.515
Total Routing Usage GR: 0.197
Outcome: finished, final reports clean
Pint: 0.789 mW
Max_slew headroom: 0.367
Synth Seq Share: 0.168
Critical Setup Path Class: input pin to register
CTS root buf: clkbuf_16
Finished Core Util: 0.270
Worst slew pin tran: 0.925 ns
Share of layout cells above drive strength 1: 0.0547
Seq pwr share: 0.261
Latency at later pin: 0.36 ns
CTS Buf Count: 9
Drt first pass iters: 9
EDFF count, synth: 0
Post-Synthesis Cell Area: 0.0143 mm²
CTS tree: built
Gr ovfl total: 0
Crit start category: input pin
Routed wire length: 88100 µm
Clock power frac: 0.202
Clk pin slew, worst setup/hold paths: 0.08 ns
Max Cap Viol: 0
Logic area: 0.0112 mm²
Maximum vdd drop: 0.0000644 V
Setup Viol. Count Final: 0
Number of remaining DRC errors: 0
Min Tclk post-route: 8.24 ns
Yosys reg bits: 96
Antenna-violating nets left: 0
Starting Density: 0.191
Initial DRC count: 2491
Setup TNS: 0 ns
Initial antenna violation count: 26
Commonest Layout Cell: clkdlybuf4s50_1
Clock Skew: 0.0129 ns
-- power groups by stage --
stage     Combinational (mW)  Sequential [mW]  Clock [mW]
5_1_grt                0.788            0.359       0.288
4_1_cts                0.724            0.351       0.277
6_report               0.726            0.352       0.274
-- worst paths after layout --
path	endpoint	start	slack (ns)	cells after the start
worst min register to register	flow_out[24]	op_b_reg[24]	0.59	1
worst max register to register	flow_out[19]	op_a_reg[31]	11.23	16
worst min-delay path	flow_out[24]	op_b_reg[24]	0.59	1
max in group asynchronous	op_b_reg[11]	rst	11.97	3
worst max-delay path	flow_out[19]	configdata[2]	7.76	15
min in group asynchronous	op_b_reg[25]	rst	3.21	2
-- final cells by class --
class,instances,share of cell area
clock inverter,6,0.00682
multi-input combinational,1506,0.553
inverter,76,0.0143
timing repair buffer,483,0.233
antenna,13,0.00161
tap,969,0.0601
sequential,96,0.119
clock buffer,9,0.0112
-- logic make-up after synthesis --
group | share of synthesized area
adders and majority gates | 0.0861
AOI/OAI and AO/OA | 0.325
muxes | 0.146
and+or+nand+nor | 0.175
buffers and inverters | 0.0600
xor gates and xnor gates | 0.0394
DFF | 0.168
-- critical path, delay by kind of cell --
kind,cells,cell delay (ns)
AOI/OAI and AO/OA,4,1.13
adders and majority gates,1,0.43
and+or+nand+nor,8,2.28
buffers and inverters,2,1.43
-- stage by stage --
stage                     total power, mW  setup WS (ns)  cell area [µm²]  hold slack, ns
after detailed placement             1.07           7.52            19800           0.575
after global placement               1.08           7.64            19800           0.578
final                                1.35           7.76            20200           0.594
after floorplan                     0.717           9.04            14300           0.520
after global routing                 1.44           7.45            20200           0.636
after CTS                            1.35           7.86            20100           0.594
-- synthesized netlist by cell type (7+ instances only) --
cell type	count	area, µm²
nor4_1	8	50.1
nand3_1	59	295
nand2b_1	12	75.1
nand2_1	109	409
ha_1	96	1200
xnor2_1	42	368
a22oi_1	42	315
clkbuf_1	114	428
a21o_1	17	128
nor2_1	169	634
inv_1	76	285
a211oi_1	7	52.6
and2_1	33	206
o211ai_1	18	135
buf_1	22	82.6
mux2i_1	209	2090
and3_1	7	43.8
a221o_1	12	120
xor2_1	17	149
a222oi_1	97	971
o22ai_1	39	244
a221oi_1	59	517
buf_2	8	40.0
a31oi_1	20	125
nor3b_1	10	75.1
a22o_1	8	70.1
nor3_1	23	115
nand4_1	42	263
a21boi_0	32	240
a21oi_1	133	666
o221ai_1	8	70.1
dfrtp_1	96	2400
o21ai_0	70	350
-- metal layers --
layer  part of all wire  global-route usage  vias up  wire (µm)
met1               0.39               0.251     8335      34500
met2               0.44               0.305     1246      38900
met4              0.041              0.0667       22       3650
li1                   -                   -     7836          -
met5             0.0016                   0        -        142
met3               0.12              0.0720      245      10900
No activity file was given, so power comes from the tool's default toggle rates.
