==> /design/flow/config.mk <==
export PLATFORM = sky130hd
export DESIGN_NAME = xalulite
export DESIGN_NICKNAME = xalulite
export VERILOG_FILES = /design/flow/design.v
export SDC_FILE = /design/flow/constraint.sdc
export NUM_CORES = 4
export LEC_CHECK = 1
export CORE_AREA = 10 10 286 286
export DIE_AREA = 0 0 296 296
==> /design/flow/constraint.sdc <==
current_design xalulite

set clk_period 17.8
set clk_io_pct 0.2

create_clock -name clk0 -period $clk_period [get_ports {clk}]

set non_clock_inputs [all_inputs -no_clocks]
set_input_delay [expr $clk_period * $clk_io_pct] -clock clk0 $non_clock_inputs
set_output_delay [expr $clk_period * $clk_io_pct] -clock clk0 [all_outputs]
==> /design/flow/design.v <==
`timescale 1ns / 1ps
module xalulite # ( 
		 parameter			  DATA_W = 32
	) (
                 input                            clk,
                 input                            rst,
                 input [2*((2*4 + 0 + 0 + 2 + 0 + 2 + 0) * 16)-1:0]         flow_in,
                 output reg [DATA_W-1:0]    	  flow_out,
                 input [(2*($clog2((2*4 + 0 + 0 + 2 + 0 + 2 + 0))+1) + 4) - 1:0] configdata
                 );
   reg [DATA_W:0]                                 ai;
   reg [DATA_W:0]                                 bz;
   wire [DATA_W:0]                                temp_adder;
   reg                                            cin;
   reg signed [DATA_W-1:0]                        result_int;
   wire [($clog2((2*4 + 0 + 0 + 2 + 0 + 2 + 0))+1)-1: 0]                               sela;
   wire [($clog2((2*4 + 0 + 0 + 2 + 0 + 2 + 0))+1)-1: 0]                               selb;
   wire [DATA_W-1:0]                              op_a;
   wire [DATA_W-1:0]                              op_b;
   reg                                            op_a_msb;
   reg                                            op_b_msb;
   wire [DATA_W-1:0]                              op_a_int;
   reg [DATA_W-1:0]                               op_a_reg;
   reg [DATA_W-1:0]                               op_b_reg;
   wire [4-2:0]                      fns;
   wire                                           self_loop;
   assign sela = configdata[(2*($clog2((2*4 + 0 + 0 + 2 + 0 + 2 + 0))+1) + 4)-1 -: ($clog2((2*4 + 0 + 0 + 2 + 0 + 2 + 0))+1)];
   assign selb = configdata[(2*($clog2((2*4 + 0 + 0 + 2 + 0 + 2 + 0))+1) + 4)-($clog2((2*4 + 0 + 0 + 2 + 0 + 2 + 0))+1)-1 -: ($clog2((2*4 + 0 + 0 + 2 + 0 + 2 + 0))+1)];
   assign self_loop = configdata[4-1];
   assign fns = configdata[4-2 : 0];
   xinmux # ( 
	.DATA_W(DATA_W)
   ) muxa (
        .sel(sela),
        .data_in(flow_in),
        .data_out(op_a)
	);
   xinmux # ( 
	.DATA_W(DATA_W)
   ) muxb (
        .sel(selb),
        .data_in(flow_in),
        .data_out(op_b)
	);
   always @ (posedge clk, posedge rst)
     if (rst) begin
	op_b_reg <= {DATA_W{1'b0}};
	op_a_reg <= {DATA_W{1'b0}};
     end else begin
	op_b_reg <= op_b;
	op_a_reg <= op_a;
     end
   assign op_a_int = self_loop? flow_out : op_a_reg;
   always @ * begin
      result_int = temp_adder[DATA_W-1:0];
      case (fns)
	3'd6 : begin
	   result_int = op_a_int | op_b_reg;
	end
	3'd7 : begin
	   result_int = op_a_int & op_b_reg;
	end
	3'd2 : begin
	   result_int[DATA_W-1] = temp_adder[DATA_W] ;
	end
	3'd3 : begin
	   result_int = op_b_reg;
	   if(~op_a_reg[DATA_W-1]) begin
	      if(self_loop)
	        result_int = flow_out;
	      else
	        result_int = {DATA_W{1'b0}};
	   end
	end
	3'd1 : begin
	end
	3'd0 : begin
	   if(self_loop) begin
	      if(op_a_reg[DATA_W-1])
	        result_int = op_b_reg;
	   end
	end
	3'd4 : begin
	   if (temp_adder[DATA_W] == 1'b0) begin
	      result_int = op_b_reg;
           end else begin
	      result_int = op_a_int;
           end
	   if(self_loop) begin
	      if(op_a_reg[DATA_W-1])
	        result_int = flow_out;
	   end
	end
	3'd5 : begin
	   if (temp_adder[DATA_W] == 1'b0) begin
	      result_int = op_a_int;
           end else begin
	      result_int = op_b_reg;
           end
	   if(self_loop) begin
	      if(op_a_reg[DATA_W-1])
	        result_int = flow_out;
	   end
	end
	default : begin
	end
      endcase  
   end
   assign temp_adder = ((bz & ({op_b_msb,op_b_reg}))) + ((ai ^ ({op_a_msb,op_a_int}))) + {{DATA_W{1'b0}},cin};
   always @ * begin
      cin = 1'b 0;
      ai = {DATA_W+1{1'b0}};  
      bz = {DATA_W+1{1'b1}};  
      op_a_msb = 1'b0;
      op_b_msb = 1'b0;
      case(fns)
	3'd2 : begin
	   ai = {DATA_W+1{1'b1}};
	   cin = 1'b 1;
	   op_a_msb = op_a_reg[DATA_W-1];
	   op_b_msb = op_b_reg[DATA_W-1];
	end
	3'd1 : begin
	   ai = {DATA_W+1{1'b1}};
	   cin = 1'b 1;
	end
	3'd4 : begin
           ai = {DATA_W+1{1'b1}};
           cin = 1'b 1;
	   op_a_msb = op_a_int[DATA_W-1];
	   op_b_msb = op_b_reg[DATA_W-1];
	end
	3'd5 : begin
           ai = {DATA_W+1{1'b1}};
           cin = 1'b 1;
	   op_a_msb = op_a_int[DATA_W-1];
	   op_b_msb = op_b_reg[DATA_W-1];
	end
	default : begin
	end
      endcase
   end
   always @ (posedge clk, posedge rst)
     if (rst)
       flow_out <= {DATA_W{1'b0}};
     else 
       flow_out <= result_int;
endmodule
`timescale 1ns / 1ps
module xinmux # ( 
	parameter 		 DATA_W = 32
	) (
	input [($clog2((2*4 + 0 + 0 + 2 + 0 + 2 + 0))+1)-1:0]         sel,
	input [2*((2*4 + 0 + 0 + 2 + 0 + 2 + 0) * 16)-1:0] data_in,
	output reg [DATA_W-1:0]  data_out
	);
   always @ (*) begin
      integer 		i;
      data_out = {DATA_W{1'b0}};
      for (i=0; i < (2*4 + 0 + 0 + 2 + 0 + 2 + 0); i = i+1)
	if (sel[($clog2((2*4 + 0 + 0 + 2 + 0 + 2 + 0))+1)-2:0] == i) 
	  data_out = data_in[(1+sel[($clog2((2*4 + 0 + 0 + 2 + 0 + 2 + 0))+1)-1])*((2*4 + 0 + 0 + 2 + 0 + 2 + 0) * 16)-DATA_W*i -1 -: DATA_W];
   end
endmodule
==> /design/flow/run.sh <==
#!/bin/bash
# OpenROAD 26Q1-2900-gdf79404cd8, Yosys 0.63+post, stock flow scripts
make -C /OpenROAD-flow-scripts/flow DESIGN_CONFIG=/design/flow/config.mk WORK_HOME=/design/flow/orfs finish
==> CHANGELOG.md <==
### Implementation results

- Dpl ws: 8.98 ns
- Total GRT Usage: 18.7%
- Unrepaired setup endpoints after global routing: no
- Delay of the slowest cell on the worst path: 0.66 ns
- Worst-path maximum fanout: 32
- Core ar.: 0.0757 sq mm
- Critical path's slowest cell: clkdlybuf4s50_1
- CTS tree: done
- Vias per cell: 5.54
- Crit path max-delay family: AND-OR/OR-AND gates
- Port-buffer cells: 431
- Worst setup slack after layout: 9.21 ns
- Worst EP arrival: 8.88 ns
- Antenna violations before repair: 42
- Vias in the first global route: 16.2k
- Tmin final: 8.59 ns
- Syn Area/Cell: 7.89 sq um
- DRT Wirelength: 84.1 mm
- Worst Clk Skew: 0.0142 ns
- Full die area: 0.0876 sq mm
- Hpwl dp: 64.7 mm
- Number of enable flip-flop cells: 0
- Synth area leader: mux2i_1
- Share of cells above drive strength 1: 6.14%
- Dominant flop cell: dfrtp_1
- Non-filler instance count after layout: 3020
- Resize count post-CTS: 0
- Die Y-Extent: 296 microns
- F_max: 116 MHz
- First-pass GRT wire length: 119 mm
- Total grt overflow: 0
- Sw frac: 43.9%
- Top cells by area: mux2i_1, dfrtp_1, a221oi_1, o21ai_0, nand2_1
- # DRC: 0
- Post-CTS setup buffers: 0
- P_leak: 7.30 nW
- Clock share of power: 14.9%
- CTS Buf Count: 9
- Seq pwr share: 24.5%
- Yosys chip area: 0.0132 sq mm
- Min Hold Slack: 0.529 ns
- I/O pin cnt: 432
- CTS Hold Bufs: 0
- Worst setup EP type: flip-flop
- Largest net degree at the start of global routing: 80
- Distinct lib cells used: 87
- Std cell rows: 101
- Post-Synthesis Cells: 1672
- Routability cong.: 0.974
- Drt first-iter violations: 1903
- Synth Cell Area: 0.0132 sq mm
- Fin crit share: 48.3%
- Clock transition at path regs: 0.08 ns
- Slew Limit Fails: 0
- Seq/Total Area, Yosys: 18.2%
- Area delta synth->final: 44.0%
- PwrDens: 72.4 mW/mm^2
- Hold Path Class: reg -> reg
- Floorplan Utilization: 17.4%
- Drt first pass iters: 8
- Cell count after placement: 2982
- Synth Register Bits: 96
- WL per Instance: 27.9 microns
- Insertion Delay late pin: 0.37 ns
- Crit path buf inv count: 4
- Worst Tran Pin Value: 0.902 ns
- Psw: 0.604 mW
- IR drop worst, VDD: 51.2 uV
- Number of antenna-violating nets in the routed design: 0
- Clk root buf: clkbuf_16
- Hold Fails Final Rpt: 0
- Tool Warnings: 31
- Combinational power share: 60.6%
- # H-tree levels: 3
- Async SR Flop Fraction: 100%
- CP Class: in -> reg
- # Cells Yosys: 1672
- DP Area: 0.0186 sq mm
- Setup TNS: 0 ns
- Crit-path cells: clkdlybuf4s50_1 > nor3_1 > nor2_4 > buf_4 > xnor2_1 > inv_1 > fa_1 > nand3b_2 > a211oi_4 > o2111ai_2 > a211o_1 > a21boi_4 > nor3_2 > nor3_2 > buf_4 > o21ai_0 > a41oi_1
- Post-route cell area: 0.0190 sq mm
- YS warnings: 2
- Status: complete, no violations
- Startpoint types: primary input
- Share of the synthesized area in the top cell type: 18.9%
- Clock tree buffer depth: 2
- Die Wd: 296 microns
- Worst endpoint required time: 18.09 ns
- Vias post-DR: 16.7k
- MaxCap Viol Count: 0
- Setup-failing EPs final: 0
- Sink Count: 96
- Cell internal pwr: 0.771 mW
- Max transition margin: 39.9%
-- area by class of cell --
cell class	count	area (sq um)
sequential	96	2400
timing repair buffer	479	4680
tap	978	1220
inverter	15	58.8
multi-input combinational	1414	10300
clock inverter	5	65.1
clock buffer	11	243
fill	8207	56700
antenna	22	55.1
-- placed cells by master (no fill, tap or decap), types with 9 or more instances in the layout --
master,synthesis,final
dfrtp_1,96,96
nor3_1,19,13
nor2_1,96,90
nor2b_1,11,10
o21ai_0,145,144
a22oi_1,53,53
clkdlybuf4s50_1,0,427
a21o_1,17,17
buf_4,2,48
clkbuf_16,0,9
nand3_1,30,29
o2111ai_1,21,21
a31oi_1,17,16
diode_2,0,22
xor2_1,13,13
o22ai_1,49,48
xnor2_1,44,44
a221oi_1,103,103
a222oi_1,51,51
a21oi_1,84,84
nand2b_1,17,16
nand2_1,163,162
inv_1,15,14
nand4_1,40,40
mux2i_1,249,249
ha_1,37,37
-- final timing paths --
kind / from / to / slack, ns / cells past startpoint
min reg2reg: flow_out[29] / flow_out[29] / 0.53 / 1
max in group asynchronous: rst / flow_out[23] / 13.37 / 3
max reg2reg: op_a_reg[1] / flow_out[28] / 13.36 / 14
min: flow_out[29] / flow_out[29] / 0.53 / 1
min in group asynchronous: rst / op_a_reg[10] / 3.54 / 2
max: configdata[0] / flow_out[28] / 9.21 / 17
-- cell families (layout without fill, tap and decap cells) --
logic type | after synthesis | after routing | synth area share (%)
compound gates | 647 | 647 | 35.1
xor+xnor | 58 | 58 | 3.91
fa+ha+maj | 38 | 38 | 3.66
buf+inv | 162 | 510 | 4.88
flops | 96 | 96 | 18.2
mux | 254 | 254 | 19.4
other cells | 0 | 22 | 0
simple gates | 417 | 417 | 14.8
-- routing by layer --
layer	wire, microns	track usage, %
met1	34100	24.7
met2	37400	28.5
met3	9800	6.52
met4	2640	5.27
met5	213	0
-- cells in the mapped netlist, types with 19 or more instances --
master / instances
a21oi_1: 84
a221oi_1: 103
a222oi_1: 51
a22oi_1: 53
buf_1: 19
clkbuf_1: 114
dfrtp_1: 96
ha_1: 37
mux2i_1: 249
nand2_1: 163
nand3_1: 30
nand4_1: 40
nor2_1: 96
nor3_1: 19
o2111ai_1: 21
o21ai_0: 145
o22ai_1: 49
xnor2_1: 44
-- power by group through the flow --
stage	registers (mW)	logic [mW]	clock network [mW]
finish	0.337	0.833	0.205
global route	0.343	0.911	0.219
CTS	0.336	0.832	0.211
-- per-stage QoR --
stage	utilization, %	power (mW)
3_3_place_gp	24.6	1.17
4_1_cts	25.0	1.38
5_1_grt	25.1	1.47
2_1_floorplan	-	0.788
6_report	25.1	1.38
3_5_place_dp	24.6	1.17
No activity file was given, so power comes from the tool's default toggle rates.
